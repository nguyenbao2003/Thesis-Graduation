==> flow/design.v <==
package axi_lite_pkg;
	localparam ADDR_WIDTH = 32;
	localparam DATA_WIDTH = 32;
	localparam STRB_WIDTH = DATA_WIDTH / 8;
	localparam RESP_OKAY   = 2'b00;
	localparam RESP_EXOKAY = 2'b01;
	localparam RESP_SLVERR = 2'b10;
	localparam RESP_DECERR = 2'b11;
	typedef logic [ADDR_WIDTH - 1 : 0] addr_t;
	typedef logic [DATA_WIDTH - 1 : 0] data_t;
	typedef logic [STRB_WIDTH - 1 : 0] strb_t;
	typedef logic [1 : 0] resp_t;
	typedef struct packed {
		addr_t addr;
		logic valid;
		logic ready;
	} ar_chan_t;
	typedef struct packed {
		data_t data;
		resp_t resp;
		logic valid;
		logic ready;
	} r_chan_t;
	typedef struct packed {
		addr_t addr;
		logic valid;
		logic ready;
	} aw_chan_t;
	typedef struct packed {
		data_t data;
		strb_t strb;
		logic valid;
		logic ready;
	} w_chan_t;
	typedef struct packed {
		resp_t resp;
		logic valid;
		logic ready;
	} b_chan_t;
	typedef struct packed {
		ar_chan_t ar;
		r_chan_t r;
		aw_chan_t aw;
		w_chan_t w;
		b_chan_t b;
	} axi_lite_bus_t;
endpackage
package axi_lite_pkg;
	localparam ADDR_WIDTH = 32;
	localparam DATA_WIDTH = 32;
	localparam STRB_WIDTH = DATA_WIDTH / 8;
	localparam RESP_OKAY   = 2'b00;
	localparam RESP_EXOKAY = 2'b01;
	localparam RESP_SLVERR = 2'b10;
	localparam RESP_DECERR = 2'b11;
	typedef logic [ADDR_WIDTH - 1 : 0] addr_t;
	typedef logic [DATA_WIDTH - 1 : 0] data_t;
	typedef logic [STRB_WIDTH - 1 : 0] strb_t;
	typedef logic [1 : 0] resp_t;
	typedef struct packed {
		addr_t addr;
		logic valid;
		logic ready;
	} ar_chan_t;
	typedef struct packed {
		data_t data;
		resp_t resp;
		logic valid;
		logic ready;
	} r_chan_t;
	typedef struct packed {
		addr_t addr;
		logic valid;
		logic ready;
	} aw_chan_t;
	typedef struct packed {
		data_t data;
		strb_t strb;
		logic valid;
		logic ready;
	} w_chan_t;
	typedef struct packed {
		resp_t resp;
		logic valid;
		logic ready;
	} b_chan_t;
	typedef struct packed {
		ar_chan_t ar;
		r_chan_t r;
		aw_chan_t aw;
		w_chan_t w;
		b_chan_t b;
	} axi_lite_bus_t;
endpackage
module axi_lite_master #(
    parameter ADDR_W = 32,
    parameter DATA_W = 32,
    parameter STRB_W = DATA_W/8
)(
    input  logic                     aclk,
    input  logic                     areset_n,
    input  logic                     start_read,    
    input  logic                     start_write,   
    input  logic [ADDR_W-1:0]        addr,          
    input  logic [DATA_W-1:0]        data,          
    input  logic [STRB_W-1:0]        wstrb,         
    output logic [DATA_W-1:0]        debug_rdata,   
    output logic                     ARVALID,
    input  logic                     ARREADY,
    output logic [ADDR_W-1:0]        ARADDR,
    input  logic                     RVALID,
    output logic                     RREADY,
    input  logic [DATA_W-1:0]        RDATA,
    output logic                     AWVALID,
    input  logic                     AWREADY,
    output logic [ADDR_W-1:0]        AWADDR,
    output logic                     WVALID,
    input  logic                     WREADY,
    output logic [DATA_W-1:0]        WDATA,
    output logic [STRB_W-1:0]        WSTRB,
    input  logic                     BVALID,
    output logic                     BREADY
);
    logic [ADDR_W-1:0]  rd_addr_q, wr_addr_q;
    logic [DATA_W-1:0]  wr_data_q;
    logic [STRB_W-1:0]  wr_strb_q;
    always_ff @(posedge aclk or negedge areset_n) begin
        if (!areset_n) begin
            rd_addr_q  <= '0;
            wr_addr_q  <= '0;
            wr_data_q  <= '0;
            wr_strb_q  <= '0;
        end else begin
            if (start_read)  rd_addr_q <= addr;
            if (start_write) begin
                wr_addr_q  <= addr;
                wr_data_q  <= data;
                wr_strb_q  <= wstrb;
            end
        end
    end
    typedef enum logic [1:0] {W_IDLE, W_ADDRDATA, W_RESP} wr_state_t;
    wr_state_t wr_state, wr_next;
    always_comb begin
        AWVALID  = 1'b0;
        WVALID   = 1'b0;
        BREADY   = 1'b0;
        AWADDR   = wr_addr_q;
        WDATA    = wr_data_q;
        WSTRB    = wr_strb_q;
        wr_next  = wr_state;
        unique case (wr_state)
            W_IDLE: begin
                if (start_write) begin
                    AWVALID = 1'b1;
                    WVALID  = 1'b1;
                    wr_next = W_ADDRDATA;
                end
            end
            W_ADDRDATA: begin
                AWVALID = 1'b1;            
                WVALID  = 1'b1;            
                if (AWREADY && WREADY) begin
                    wr_next = W_RESP;
                end
            end
            W_RESP: begin
                BREADY = 1'b1;              
                if (BVALID) begin
                    wr_next = W_IDLE;
                end
            end
        endcase
    end
    always_ff @(posedge aclk or negedge areset_n) begin
        if (!areset_n)
            wr_state <= W_IDLE;
        else
            wr_state <= wr_next;
    end
    typedef enum logic [1:0] {R_IDLE, R_ADDR, R_DATA} rd_state_t;
    rd_state_t rd_state, rd_next;
    always_comb begin
        ARVALID  = 1'b0;
        RREADY   = 1'b0;
        ARADDR   = rd_addr_q;
        rd_next  = rd_state;
        unique case (rd_state)
            R_IDLE: begin
                if (start_read) begin
                    ARVALID = 1'b1;
                    rd_next = R_ADDR;
                end
            end
            R_ADDR: begin
                ARVALID = 1'b1;             
                if (ARREADY) begin
                    rd_next = R_DATA;
                end
            end
            R_DATA: begin
                RREADY = 1'b1;              
                if (RVALID) begin
                    rd_next = R_IDLE;
                end
            end
        endcase
    end
    always_ff @(posedge aclk or negedge areset_n) begin
        if (!areset_n)
            rd_state <= R_IDLE;
        else
            rd_state <= rd_next;
    end
    always_ff @(posedge aclk or negedge areset_n) begin
        if (!areset_n)
            debug_rdata <= '0;
        else if (RVALID && RREADY)
            debug_rdata <= RDATA;
    end
endmodule
==> flow/config.mk <==
export PLATFORM = sky130hd
export DESIGN_NAME = axi_lite_master
export DESIGN_NICKNAME = axi_lite_master
export VERILOG_FILES = /design/flow/design.v
export SDC_FILE = /design/flow/constraint.sdc
export NUM_CORES = 4
export LEC_CHECK = 1
export CORE_UTILIZATION = 50
==> flow/run.sh <==
#!/bin/bash
# OpenROAD 26Q1-2900-gdf79404cd8, Yosys 0.63+post, stock flow scripts
make -C /OpenROAD-flow-scripts/flow DESIGN_CONFIG=/design/flow/config.mk WORK_HOME=/design/flow/orfs finish
==> flow/constraint.sdc <==
current_design axi_lite_master

set clk_period 2.5
set clk_io_pct 0.2

create_clock -name clk0 -period $clk_period [get_ports {aclk}]

set non_clock_inputs [all_inputs -no_clocks]
set_input_delay [expr $clk_period * $clk_io_pct] -clock clk0 $non_clock_inputs
set_output_delay [expr $clk_period * $clk_io_pct] -clock clk0 [all_outputs]
==> results_dict.tcl <==
# place-and-route summary
set metrics [dict create \
    grt_usage_pct 27.8 \
    crit_arrival_ns 1.66 \
    avgSynthCellArea_sq_um 18.3 \
    yosys_area_sq_um 5570 \
    fin_skew_ns 0.00572 \
    rsz0062_at_grt "false" \
    fin_tns_setup_ns 0 \
    vias_per_cell 4.98 \
    syn_to_final_growth_pct 56.1 \
    end_kind "output pin" \
    swShare_pct 22.1 \
    synthCells 305 \
    seqCellArea_sq_um 3460 \
    yosysSeqAreaShare_pct 62.0 \
    slowest_stage "clkdlybuf4s50_1" \
    globalRouteOverflowTotal 0 \
    power_switching_mw 1.54 \
    warning_count 26 \
    totalWireLength_um 14800 \
    post-route-util_pct 80.3 \
    worst_slew_pin_slew_ns 0.541 \
    ys_ff 138 \
    layout-drive-gt1-share_pct 30.5 \
    p_clk_share_pct 33.0 \
    fillers 653 \
    cpPeakStageDelay_ns 0.53 \
    cts_buffers 17 \
    dp_hpwl_um 9200 \
    drt-pass1-iter-count 4 \
    intPower_mw 5.42 \
    die_x_um 108 \
    fp-utilization_pct 51.4 \
    combGateArea_sq_um 1920 \
    grt_pass1_vias 3839 \
    num_vias 3559 \
    fin_crit_ns 2.16 \
    p_leak_nw 3.92 \
    crit_family "buffers and inverters" \
    io_buffers 245 \
    seq_power_share_pct 41.9 \
    grt_pass1_wl_um 22400 \
    ys_cells 305 \
    startpoint_type "primary input" \
    maxSlewHeadroom_pct 64.0 \
    cts_max_path_buffers 2 \
    core_sq_um 10800 \
    syn_area_sq_um 5570 \
    cts.sinks 138 \
    p_comb_share_pct 25.1 \
    setup_viol 0 \
    remaining_drc_errors 0 \
    status "complete, no violations" \
    antenna_found_initial 0 \
    hold_viol 0 \
    cp_max_fo 2 \
    post-route-period-util_pct 86.6 \
    clk_pin_slew_worst_paths_ns 0.06 \
    cts_max_level 4 \
    synth_top_cell_by_area "dfrtp_1" \
    ios 246 \
    drt_iter0_drc 188 \
    cts-root-buf "clkbuf_8" \
    crit_chain "clkdlybuf4s50_1 > a21o_1 > clkdlybuf4s50_1" \
    yosysTopAreaCellShare_pct 61.1 \
    drv_slew 0 \
    avgRoutedWirePerCell_um 20.7 \
    path_buffers 2 \
    fmax_ghz 0.462 \
    postRouteAntennaNets 0 \
    grt_max_degree 71 \
    die-area_sq_um 11600 \
    crit_required_ns 2.00 \
    ys_types 13 \
    yosys_warnings 1 \
    critical_path_class "primary input to output pin" \
    insertion_delay_ns 0.51 \
    power_density_nw_per_um2 800 \
    cts_tree "yes" \
    hp-class "register to register" \
    crit_top_cell "clkdlybuf4s50_1" \
    ys_top_cells_by_area "dfrtp_1 (61%), mux2_4 (26%), mux2_2 (7.3%)" \
    postCtsSetupBuffers 0 \
    place_congestion 0.821 \
    drv_cap 0 \
    ctsResizeCount 0 \
    peakVddDrop_v 0.000632 \
    std_cell_rows 38 \
    fp.dieH_um 108 \
]
-- routing by layer --
metal  wire length, um  vias to the layer above  track usage, %
met2              6550                      173            39.9
met4               193                        0            3.42
met5                 0                        -               0
met1              6080                     1792            41.6
li1                  -                     1579               -
met3              1980                       15            13.6
-- final cells by class --
class	instances	area share [%]
Multi-Input combinational cell	146	22.1
Antenna cell	1	0.0288
Tap cell	140	2.01
Timing Repair Buffer	253	29.6
Sequential cell	138	39.7
Clock inverter	11	1.09
Clock buffer	21	5.28
Inverter	5	0.216
-- synthesized netlist by cell type, drive strengths merged --
cell	number
nand3	1
inv	5
o21ai	5
a22o	1
dfrtp	136
nand2	5
buf	16
mux2	132
dfstp	2
a21o	2
-- path summary, 6_finish.rpt --
| path | startpoint | end | slack, ns | depth (start not counted) |
|---|---|---|---|---|
| setup / recovery | start_read | ARVALID | 0.34 | 3 |
| hold / removal | rd_state[0] | rd_state[0] | 0.49 | 2 |
| setup reg to reg | rd_state[1] | debug_rdata[0] | 1.27 | 3 |
| hold reg to reg | rd_state[0] | rd_state[0] | 0.49 | 2 |
| max in group asynchronous | areset_n | wr_state[0] | 1.57 | 3 |
| min in group asynchronous | areset_n | rd_state[0] | 0.63 | 2 |
-- repair_timing --
action                                  CTS  global route
hold buffers                              2             0
endpoints found under the hold margin    51             0
endpoints found under the setup margin    0             0
-- cells by family after synthesis --
logic type / count (synthesis) / synth area share, %
buf+inv: 21 / 3.50
simple gates: 6 / 0.471
flops: 138 / 62.0
mux: 132 / 33.1
compound gates: 8 / 0.875
-- per-stage QoR --
step / instance area, sq um / worst slack [ns] / power [mW] / hold WS (ns) / std cells
floorplan: 5570 / 0.961 / 3.46 / 0.204 / 305
global placement: 8110 / 0.310 / 4.61 / 0.476 / 680
detailed placement: 8110 / 0.324 / 4.65 / 0.482 / 680
CTS: 8700 / 0.315 / 7.01 / 0.495 / 714
global route: 8700 / 0.288 / 7.29 / 0.520 / 714
finish: 8700 / 0.336 / 6.96 / 0.493 / 715
-- cell usage in the layout (no fill, tap or decap), drive strengths merged --
master / instances
dfrtp: 136
clkinv: 6
clkbuf: 21
inv: 6
a22o: 1
buf: 9
diode: 1
mux2: 132
dlygate4sd3: 1
clkinvlp: 3
nand3: 1
nand2: 5
o21ai: 5
bufinv: 1
dfstp: 2
clkdlybuf4s50: 243
a21o: 2
-- state kept, by name (all words and copies together) (netlist names) --
| name | flops |
|---|---|
| wr_state | 3 |
| wr_strb_q | 4 |
| wr_addr_q | 32 |
| wr_data_q | 32 |
| rd_addr_q | 32 |
| debug_rdata | 32 |
| rd_state | 3 |
-- power by group through the flow --
stage                 clock (mW)  combinational, mW  sequential (mW)
after CTS                   2.34               1.76             2.91
after global routing        2.46               1.87             2.96
final                       2.30               1.75             2.92
-- worst min-delay path: stages (launching register included) --
cell and delay [ns]:
dfstp_2 0.37, inv_1 0.04, o21ai_0 0.08
No activity file was given, so power comes from the tool's default toggle rates.
